## flow/run.sh

```bash
#!/bin/bash
# OpenROAD 26Q1-2900-gdf79404cd8, Yosys 0.63+post, stock flow scripts
make -C /OpenROAD-flow-scripts/flow DESIGN_CONFIG=/design/flow/config.mk WORK_HOME=/design/flow/orfs finish
```

## flow/config.mk

```make
export PLATFORM = sky130hd
export DESIGN_NAME = uart_rx_os16
export DESIGN_NICKNAME = uart_rx_os16
export VERILOG_FILES = /design/flow/design.v
export SDC_FILE = /design/flow/constraint.sdc
export NUM_CORES = 4
export LEC_CHECK = 1
export CORE_UTILIZATION = 30
```

## flow/constraint.sdc

```tcl
current_design uart_rx_os16

set clk_period 6.6
set clk_io_pct 0.2

create_clock -name clk0 -period $clk_period [get_ports {clk}]

set non_clock_inputs [all_inputs -no_clocks]
set_input_delay [expr $clk_period * $clk_io_pct] -clock clk0 $non_clock_inputs
set_output_delay [expr $clk_period * $clk_io_pct] -clock clk0 [all_outputs]
```

## flow/design.v

```verilog
`timescale 1ns/1ps
module uart_rx_os16 #(
    parameter integer DATA_BITS   = 8,
    parameter integer OVERSAMPLE  = 16,   
    parameter integer MID_SAMPLE  = 8     
)(
    input  wire                 clk,
    input  wire                 rst,        
    input  wire                 os_tick,    
    input  wire                 rx_line,    
    output reg  [DATA_BITS-1:0] data_out,
    output reg                  valid,      
    output reg                  framing_error
);
    localparam S_IDLE  = 2'd0;
    localparam S_START = 2'd1;
    localparam S_DATA  = 2'd2;
    localparam S_STOP  = 2'd3;
    reg [1:0] state;
    reg [$clog2(OVERSAMPLE):0] os_cnt;    
    integer bit_idx;
    reg [DATA_BITS-1:0] shreg;
    always @(posedge clk) begin
        if (rst) begin
            state         <= S_IDLE;
            os_cnt        <= 0;
            bit_idx       <= 0;
            shreg         <= {DATA_BITS{1'b0}};
            data_out      <= {DATA_BITS{1'b0}};
            valid         <= 1'b0;
            framing_error <= 1'b0;
        end else begin
            valid <= 1'b0;  
            if (os_tick) begin
                case (state)
                    S_IDLE: begin
                        os_cnt        <= 0;
                        bit_idx       <= 0;
                        framing_error <= 1'b0;
                        if (rx_line == 1'b0) begin
                            state  <= S_START;
                            os_cnt <= 0;
                        end
                    end
                    S_START: begin
                        if (os_cnt == MID_SAMPLE-1) begin
                            if (rx_line == 1'b0) begin
                                state   <= S_DATA;
                                bit_idx <= 0;
                                os_cnt  <= 0;
                            end else begin
                                state <= S_IDLE;
                            end
                        end else begin
                            os_cnt <= os_cnt + 1;
                        end
                    end
                    S_DATA: begin
                        if (os_cnt == OVERSAMPLE-1) begin
                            os_cnt <= 0;
                        end else begin
                            os_cnt <= os_cnt + 1;
                        end
                        if (os_cnt == MID_SAMPLE-1) begin
                            shreg[bit_idx] <= rx_line;
                            if (bit_idx == DATA_BITS-1) begin
                                state <= S_STOP;
                            end else begin
                                bit_idx <= bit_idx + 1;
                            end
                        end
                    end
                    S_STOP: begin
                        if (os_cnt == MID_SAMPLE-1) begin
                            if (rx_line == 1'b1) begin
                                data_out <= shreg;
                                valid    <= 1'b1;
                            end else begin
                                framing_error <= 1'b1;
                            end
                            state  <= S_IDLE;
                            os_cnt <= 0;
                        end else begin
                            os_cnt <= os_cnt + 1;
                        end
                    end
                    default: state <= S_IDLE;
                endcase
            end
        end
    end
endmodule
```

==> metrics.cfg <==
[floorplan]
fp.dieW_um = 117
row_count = 41
io_pins = 14
chip_area_um2 = 13800
initCoreUtil = 0.312
fp.coreArea_um2 = 12800
die-height_um = 117

[clock_tree]
htreeDepth = 3
ctsResizeCount = 0
cts_tree = done
clockRootBuffer = clkbuf_16
cts_buffers = 9
cts.clk_slew.worst_paths_ns = 0.05
insertion_delay_ns = 0.34
cts_setup_buffers = 0
cts.sinks = 59
hold_buffers = 0
clock_path_buffers = 2

[yosys]
area_leaders = dfxtp_1 30%, nor2_1 6.1%, xnor2_1 4.6%, a21oi_1 4.4%, o21ai_0 3.6%
ys_seq_share = 0.295
yosysCellCount = 532
synth-async-reset-ratio = 0
ys.flops = 59
ys_area_um2 = 4000
syn_inst = 532
top_cells_by_count = 65 x nor2_1, 59 x dfxtp_1, 35 x a21oi_1, 34 x nand2_1, 33 x clkbuf_1
synth_area_per_cell_um2 = 7.52
synth_area_um2 = 4000
yosys.area.top_type = dfxtp_1
edf_count = 0
yosys.area.top_type_share = 0.295
synthDistinctLibCells = 62
yosysWarnings = 1
yosys_most_used_dff = dfxtp_1
synth_top_cell_by_count = nor2_1

[grt]
grt_pass1_wl_um = 17500
grt_util_all_layers = 0.155
antenna_found_initial = 0
first_global_vias = 3454
grt_overflow = 0
grt_max_degree = 32

[job]
maxCapViolations = 0
warning_count = 27

[critical_path]
crit_fanout = 18
startpoint_type = register
end_kind = register
required_ns = 6.86
criticalPathCategory = reg -> reg
worstPathArrival_ns = 4.43

[cells_and_area]
drive_gt1_frac = 0.0720
finalNonFillerCells = 700
regArea_um2 = 1180
design_area_um2 = 4530
areaGrowthSynthToFinish_pct = 13.3
comb_area_um2 = 2590
fillers = 1329

[place]
dpl.hpwl_um = 7580
dpl_worst_slack_ns = 2.53
place_area_um2 = 4240
finalWeightedCongestion = 0.939
port_buffers = 13
post-place-cells = 684

[sta]
fin_ws_ns = 2.43
finalSetupTns_ns = 0
rsz0062_at_grt = no
drv_slew = 0
relSlewSlack = 0.442
tightest_slew_ns = 0.830
fmax_ghz = 0.240
skew_ns = 0.00918
hold_viol = 0
period_used_share = 0.631
period_needed_ns = 4.17
setup_violations = 0

[detailed_routing]
remaining_drc_errors = 0
antenna_left = 0
via_per_inst = 5.56
n_antenna_cell = 0
drt_wl_total_um = 10600
drtIter0Drc = 361
vias = 3889
drt-pass1-iter-count = 5
wire_per_inst_um = 15.1

[power_and_ir_drop]
clkPwrFrac = 0.490
p_per_area_nw_per_um2 = 208
combPwrFrac = 0.126
leakagePower_nw = 1.58
swShare = 0.268
vdd_drop_max_uv = 112
finalPower_uw = 941
intPower_uw = 689
p_seq_frac = 0.384
p_sw_uw = 252

[status]
status = finished clean

[min_path]
min_path_type = reg -> reg

cells in the final DEF (no fill, tap or decap), types with 3 or more instances in the layout:
| cell | instances |
|---|---|
| nor2_1 | 65 |
| dfxtp_1 | 59 |
| a21oi_1 | 35 |
| nand2_1 | 34 |
| o21ai_0 | 29 |
| nand3_1 | 23 |
| nand4_1 | 22 |
| or3_1 | 22 |
| xnor2_1 | 21 |
| nor3_1 | 19 |
| nor4_1 | 18 |
| inv_1 | 17 |
| clkdlybuf4s50_1 | 13 |
| mux2i_1 | 10 |
| o41ai_1 | 10 |
| or4_1 | 9 |
| clkbuf_16 | 9 |
| and4_1 | 7 |
| buf_4 | 7 |
| a22oi_1 | 5 |
| and2_1 | 5 |
| o31ai_1 | 5 |
| a31oi_1 | 5 |
| ha_1 | 5 |
| nor2b_1 | 4 |
| or2_2 | 4 |
| xor2_1 | 4 |
| a21o_1 | 3 |
| a211oi_1 | 3 |
| o21ai_1 | 3 |
| nand2b_1 | 3 |
| clkinv_2 | 3 |
cell type report:
cell class / count / area share
clock buffers: 9 / 0.0497
clock inverters: 7 / 0.0152
inverters: 17 / 0.0141
multi-input cells: 416 / 0.573
flip-flops and latches: 59 / 0.261
well taps: 172 / 0.0475
repair buffers: 20 / 0.0403
worst max-delay path, cell delays in order (launching register included):
cell and delay (ns):
dfxtp_1 0.38, inv_1 0.15, ha_1 0.57, nor4b_2 0.62, nand4_1 0.43, or3_1 0.48
a211o_1 0.29, a31oi_1 0.25, nand4_4 0.21, or4_1 0.55, a21oi_1 0.15
flip-flops by register name, summed over array words and instances, names as in the netlist:
| name | flops |
|---|---|
| framing_error | 1 |
| os_cnt | 5 |
| shreg | 8 |
| state | 4 |
| bit_idx | 32 |
| valid | 1 |
| data_out | 8 |
power by group through the flow:
stage | logic, mW | clock network, mW | registers (mW)
after global routing | 0.129 | 0.487 | 0.362
after CTS | 0.117 | 0.471 | 0.362
final | 0.118 | 0.461 | 0.362
per-layer routing:
metal	vias up	track usage	wire (µm)
met5	-	0	0
met4	0	0.0280	154
met3	13	0.0217	425
met2	92	0.235	4630
met1	1811	0.237	5370
li1	1973	-	-
logic make-up (layout without fill, tap and decap cells):
group,Yosys count,in the layout,share of synthesized area
multiplexers,10,10,0.0250
flip-flops,59,59,0.295
AND-OR/OR-AND,121,121,0.203
adder cells (fa/ha/maj),5,5,0.0156
XOR/XNOR,25,25,0.0547
AND/OR/NAND/NOR,255,255,0.351
buffers and inverters,57,53,0.0563
metrics by stage:
stage                     utilization  hold slack (ns)
after floorplan                     -            0.438
after global placement          0.330            0.463
after detailed placement        0.330            0.465
after CTS                       0.353            0.468
after global routing            0.353            0.482
final                           0.353            0.466
path summary, 6_finish.rpt:
path                           startpoint                     to  slack, ns  cells after the start
setup / recovery  bit_idx[0]$_SDFFE_PP0P_  shreg[0]$_SDFFE_PP0P_       2.43                     10
hold / removal      shreg[1]$_SDFFE_PP0P_  shreg[1]$_SDFFE_PP0P_       0.47                      2
setup reg to reg  bit_idx[0]$_SDFFE_PP0P_  shreg[0]$_SDFFE_PP0P_       2.43                     10
hold reg to reg     shreg[1]$_SDFFE_PP0P_  shreg[1]$_SDFFE_PP0P_       0.47                      2
No activity file was given, so power comes from the tool's default toggle rates.
