**flow/run.sh**
```bash
#!/bin/bash
# OpenROAD 26Q1-2900-gdf79404cd8, Yosys 0.63+post, stock flow scripts
make -C /OpenROAD-flow-scripts/flow DESIGN_CONFIG=/design/flow/config.mk WORK_HOME=/design/flow/orfs finish
```
**flow/config.mk**
```make
export PLATFORM = sky130hd
export DESIGN_NAME = uart_rx_simple
export DESIGN_NICKNAME = uart_rx_simple
export VERILOG_FILES = /design/flow/design.v
export SDC_FILE = /design/flow/constraint.sdc
export NUM_CORES = 4
export LEC_CHECK = 1
export CORE_UTILIZATION = 30
```
**flow/constraint.sdc**
```tcl
current_design uart_rx_simple

set clk_period 5.8
set clk_io_pct 0.2

create_clock -name clk0 -period $clk_period [get_ports {clk}]

set non_clock_inputs [all_inputs -no_clocks]
set_input_delay [expr $clk_period * $clk_io_pct] -clock clk0 $non_clock_inputs
set_output_delay [expr $clk_period * $clk_io_pct] -clock clk0 [all_outputs]
```
**flow/design.v**
```verilog
`timescale 1ns/1ps
module uart_rx_simple #(
    parameter integer DATA_BITS = 8
)(
    input  wire                 clk,
    input  wire                 rst,         
    input  wire                 baud_tick,   
    input  wire                 rx_line,     
    output reg  [DATA_BITS-1:0] data_out,    
    output reg                  valid        
);
    localparam S_IDLE  = 2'd0;
    localparam S_START = 2'd1;
    localparam S_DATA  = 2'd2;
    localparam S_STOP  = 2'd3;
    reg [1:0] state;
    integer bit_idx;
    reg [DATA_BITS-1:0] shreg;
    always @(posedge clk) begin
        if (rst) begin
            state    <= S_IDLE;
            bit_idx  <= 0;
            shreg    <= {DATA_BITS{1'b0}};
            data_out <= {DATA_BITS{1'b0}};
            valid    <= 1'b0;
        end else begin
            valid <= 1'b0;  
            case (state)
                S_IDLE: begin
                    bit_idx <= 0;
                    if (rx_line == 1'b0) begin
                        state <= S_START;
                    end
                end
                S_START: begin
                    if (baud_tick) begin
                        if (rx_line == 1'b0) begin
                            state   <= S_DATA;
                            bit_idx <= 0;
                        end else begin
                            state <= S_IDLE;
                        end
                    end
                end
                S_DATA: begin
                    if (baud_tick) begin
                        shreg[bit_idx] <= rx_line;
                        if (bit_idx == DATA_BITS-1) begin
                            state <= S_STOP;
                        end else begin
                            bit_idx <= bit_idx + 1;
                        end
                    end
                end
                S_STOP: begin
                    if (baud_tick) begin
                        if (rx_line == 1'b1) begin
                            data_out <= shreg;
                            valid    <= 1'b1;    
                        end
                        state <= S_IDLE;
                    end
                end
                default: state <= S_IDLE;
            endcase
        end
    end
endmodule
```
==> impl_metrics.py <==
# Physical implementation metrics
metrics = {
    "outcome": {
        "status": "completed",
    },
    "routing": {
        "drc_errors": 0,
        "finalWirelength_um": 9200,
        "wl_per_cell_um": 14.1,
        "vias": 3534,
        "avgViaCountPerCell": 5.41,
        "n_antenna_cell": 0,
        "drtIter0Drc": 282,
        "detail-route-antenna-nets": 0,
        "drtPass1Iterations": 5,
    },
    "synthesis": {
        "ys_types": 62,
        "syn_inst": 510,
        "syn_area_um2": 3770,
        "ys_ff": 53,
        "edf_count": 0,
        "ys_async_sr_fraction": 0,
        "ys_cells": 510,
        "yosysWarnings": 1,
        "yosys_area_um2": 3770,
        "syn-mean-instance-area_um2": 7.39,
        "postSynthSeqShare": 0.282,
        "flop_cell": "dfxtp_1",
    },
    "timing": {
        "rsz0062_at_grt": "false",
        "tightest_slew_ns": 0.814,
        "holdWs_ns": 0.454,
        "finalWorstSetupSlack_ns": 1.43,
        "max_freq_mhz": 229,
        "final.setup_skew_ns": 0.00978,
        "report.final.slew_viol_count": 0,
        "period_used_share": 0.754,
        "min_period_ns": 4.37,
        "setup_viol": 0,
        "fin_setup_tns_ns": 0,
        "slew_headroom": 0.450,
        "final_hold_viol_count": 0,
    },
    "worst_hold_path": {
        "hold_depth": 2,
        "min_path_type": "reg -> reg",
        "worstHoldStart": "data_out[1]",
    },
    "critical_path": {
        "r2r-start": "bit_idx[0]",
        "cp.arrival_ns": 4.54,
        "cp-end-kind": "flop",
        "required_ns": 5.97,
        "cp-start-kind": "flop",
        "crit_type": "reg -> reg",
        "crit_fanout": 14,
        "cp-startpoint": "bit_idx[0]",
        "r2r_cells": 10,
    },
    "power_and_ir_drop": {
        "ir_drop_v": 0.0000983,
        "leakage_nw": 1.34,
        "power_density_nw_per_um2": 181,
    },
    "cts": {
        "cts_resized": 0,
        "cts_buffer_depth": 2,
        "cts.sinks": 53,
        "clock-root-buffer": "clkbuf_16",
        "h-tree-depth": 2,
        "clock_latency_ns": 0.30,
        "cts_hold_buf": 0,
        "clk_pin_slew_ns": 0.08,
        "cts_tree": "yes",
        "numCtsBuffers": 5,
        "postCtsSetupBuffers": 0,
    },
    "grt": {
        "globalRouteOverflowTotal": 0,
        "grt_pass1_vias": 3089,
        "grt_max_degree": 31,
        "track_usage": 0.147,
        "grt_first_pass_wirelength_um": 15400,
        "antenna_found_initial": 0,
    },
    "flow_run": {
        "maxCapViolCount": 0,
        "warnings": 26,
    },
    "placed_design": {
        "port_buffers": 12,
        "hpwl_um": 6690,
        "pre_cts_slack_ns": 1.46,
        "gp_congestion": 0.874,
    },
    "die": {
        "dieWidth_um": 114,
        "die_h_um": 114,
        "num_rows": 40,
        "fp_util": 0.311,
        "design.core.area_um2": 12100,
        "die_area_um2": 13000,
        "io_pins": 13,
    },
    "layout": {
        "syn_to_final_growth_pct": 7.93,
        "lay_top_count": "nor2_1",
        "fillCellCount": 1258,
        "final_cell_mix": "nor2_1 (54), dfxtp_1 (53), nand2_1 (43)",
        "drive_gt1_frac": 0.0804,
    },
}
final cells by class:
| class | count | area [um2] | share of cell area |
|---|---|---|---|
| Tap cell | 168 | 210 | 0.0517 |
| Timing Repair Buffer | 19 | 173 | 0.0424 |
| Inverter | 14 | 52.6 | 0.0129 |
| Multi-Input combinational cell | 391 | 2420 | 0.595 |
| Clock buffer | 5 | 125 | 0.0308 |
| Sequential cell | 53 | 1060 | 0.261 |
| Clock inverter | 3 | 25.0 | 0.00615 |
per-layer routing:
metal  share of wire  routed length [um]  vias up  track usage
met5               0                   0        -            0
met4           0.024                 221        0       0.0294
met2            0.45                4140       85        0.234
met3           0.040                 366       17       0.0108
li1                -                   -     1789            -
met1            0.49                4470     1643        0.222
worst max-delay path, cell delays in order, from the launching register on:
cell       delay (ns)
dfxtp_1          0.43
inv_1            0.17
ha_1             0.52
or3b_2           0.64
xnor2_1          0.25
or4_1            0.43
a2111oi_0        0.49
o2bb2ai_1        0.22
or3_1            0.58
o41ai_2          0.40
a21oi_1          0.10
logic make-up (layout without fill, tap and decap cells):
group,Yosys count,count (layout),share of synthesized area
compound gates,100,100,0.187
xor+xnor,38,38,0.0883
fa+ha+maj,2,2,0.00664
buf+inv,66,41,0.0770
flops,53,53,0.282
mux,5,5,0.0136
simple gates,246,246,0.346
through the flow:
step	instance area [um2]	total power [mW]	utilization	instances
after floorplan	3770	0.422	-	510
after global placement	3920	0.434	0.323	645
after detailed placement	3920	0.435	0.323	645
after CTS	4070	0.746	0.336	653
after global routing	4070	0.767	0.336	653
final	4070	0.737	0.336	653
path summary, 6_finish.rpt:
path,endpoint,slack [ns]
min reg2reg,data_out[1],0.45
min,data_out[1],0.45
max reg2reg,shreg[0],1.43
max,shreg[0],1.43
cells in the mapped netlist (3+ instances only):
cell / n / share of area
buf_2: 5 / 0.0066
a21oi_1: 37 / 0.049
o31ai_1: 6 / 0.012
nor4_2: 3 / 0.010
nand2_1: 43 / 0.043
o41ai_2: 8 / 0.035
nand3_1: 21 / 0.028
inv_1: 14 / 0.014
xor2_1: 7 / 0.016
mux2i_1: 4 / 0.011
dfxtp_1: 53 / 0.28
buf_6: 4 / 0.012
xnor2_1: 31 / 0.072
nand4_1: 22 / 0.037
nor2_1: 54 / 0.054
nor4_1: 14 / 0.023
nor2b_1: 4 / 0.0066
a21o_1: 3 / 0.0060
nor3_1: 37 / 0.049
nor3b_1: 3 / 0.0060
o21ai_0: 18 / 0.024
or4_4: 3 / 0.0090
or4_1: 5 / 0.010
and3_1: 7 / 0.012
o22ai_1: 4 / 0.0066
or3_1: 11 / 0.018
clkbuf_1: 39 / 0.039
nand2b_1: 4 / 0.0066
or2_2: 4 / 0.0066
state kept, by name (all words and copies together), names as in the netlist:
register,cells
data_out,8
valid,1
bit_idx,32
shreg,8
state,4
report_power, final:
group          internal, mW  switching [mW]
clock                 0.164           0.147
combinational        0.0182          0.0405
sequential            0.365         0.00250
total                 0.547           0.190
Power and IR drop assume default switching activity.
