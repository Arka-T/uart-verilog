**config.mk**
```make
export PLATFORM = sky130hd
export DESIGN_NAME = uart_tx
export DESIGN_NICKNAME = uart_tx
export VERILOG_FILES = /design/flow/design.v
export SDC_FILE = /design/flow/constraint.sdc
export NUM_CORES = 4
export LEC_CHECK = 1
export CORE_UTILIZATION = 40
```
**constraint.sdc**
```tcl
current_design uart_tx

set clk_period 3.0
set clk_io_pct 0.2

create_clock -name clk0 -period $clk_period [get_ports {clk}]

set non_clock_inputs [all_inputs -no_clocks]
set_input_delay [expr $clk_period * $clk_io_pct] -clock clk0 $non_clock_inputs
set_output_delay [expr $clk_period * $clk_io_pct] -clock clk0 [all_outputs]
```
**design.v**
```verilog
`timescale 1ns/1ps
module uart_tx #(
    parameter integer DATA_BITS = 8
)(
    input  wire                  clk,
    input  wire                  rst,        
    input  wire                  baud_tick,  
    input  wire                  start,      
    input  wire [DATA_BITS-1:0]  data_in,    
    output reg                   tx_line,    
    output reg                   busy,       
    output reg                   done        
);
    localparam S_IDLE  = 2'd0;
    localparam S_START = 2'd1;
    localparam S_DATA  = 2'd2;
    localparam S_STOP  = 2'd3;
    reg [1:0] state;
    reg [DATA_BITS-1:0] shreg;    
    integer bit_idx;              
    always @(posedge clk) begin
        if (rst) begin
            state   <= S_IDLE;
            tx_line <= 1'b1;      
            busy    <= 1'b0;
            done    <= 1'b0;
            shreg   <= {DATA_BITS{1'b0}};
            bit_idx <= 0;
        end else begin
            done <= 1'b0;  
            case (state)
                S_IDLE: begin
                    tx_line <= 1'b1;
                    busy    <= 1'b0;
                    bit_idx <= 0;
                    if (start) begin
                        shreg   <= data_in;
                        busy    <= 1'b1;
                        state   <= S_START;
                    end
                end
                S_START: begin
                    tx_line <= 1'b0;
                    busy    <= 1'b1;
                    if (baud_tick) begin
                        state <= S_DATA;
                    end
                end
                S_DATA: begin
                    busy    <= 1'b1;
                    tx_line <= shreg[0];  
                    if (baud_tick) begin
                        shreg <= {1'b0, shreg[DATA_BITS-1:1]};
                        if (bit_idx == DATA_BITS-1) begin
                            state <= S_STOP;
                        end else begin
                            bit_idx <= bit_idx + 1;
                        end
                    end
                end
                S_STOP: begin
                    busy    <= 1'b1;
                    tx_line <= 1'b1;  
                    if (baud_tick) begin
                        state <= S_IDLE;
                        busy  <= 1'b0;
                        done  <= 1'b1;  
                    end
                end
                default: begin
                    state <= S_IDLE;
                end
            endcase
        end
    end
endmodule
```
**run.sh**
```bash
#!/bin/bash
# OpenROAD 26Q1-2900-gdf79404cd8, Yosys 0.63+post, stock flow scripts
make -C /OpenROAD-flow-scripts/flow DESIGN_CONFIG=/design/flow/config.mk WORK_HOME=/design/flow/orfs finish
```
==> results_dict.tcl <==
# implementation run metrics
set metrics [dict create \
    leakagePower_nw 0.904 \
    antenna_left 0 \
    wl_per_cell_um 14.8 \
    synthMostInstantiatedCell "dfxtp_1" \
    io_pins 15 \
    die_x_um 80.6 \
    power.total_w 0.00122 \
    synth.distinct_cells 58 \
    wl_met2_mm 2.40 \
    top_layer_used "met4" \
    syn_inst 285 \
    fin_crit_ns 2.50 \
    rr_worst_depth 6 \
    met3WireLength_um 184 \
    warnings 25 \
    die_area_um2 6490 \
    min_path_type "register to register" \
    grt_pass1_vias 1910 \
    core_area_um2 5960 \
    crit_path_start_kind "register" \
    reg2reg_to "bit_idx[17]$_SDFFE_PP0P_" \
    holdCritStartpoint "state[2]$_DFF_P_" \
    power_density_nw_per_um2 443 \
    vias_per_cell 5.87 \
    yosysSeqAreaShare_pct 38.1 \
    clk_pin_slew_ns 0.09 \
    reg2reg_slack_ns 0.50 \
    synthTopCellsByCount "dfxtp_1, nand2_1, nor2_1" \
    drc_errors 0 \
    slew_viol_final 0 \
    crit_type "register to register" \
    ys_cells 285 \
    place.detailed.hpwl_mm 3.71 \
    rows 28 \
    worstSetupEndpoint "bit_idx[17]$_SDFFE_PP0P_" \
    timing.rr.start "bit_idx[0]$_SDFFE_PP0P_" \
    drtIter0Drc 91 \
    status "completed" \
    synth_flops 47 \
    cts_buffers 5 \
    cp_max_fo 35 \
    track_usage_pct 18.9 \
    synthTopCellsByArea "dfxtp_1, nand2_1, mux2i_1" \
    fin_setup_tns_ns 0 \
    slew-limit-headroom_pct 45.5 \
    top_area_cell "dfxtp_1" \
    hold_viol 0 \
    ys_async_sr_fraction_pct 0 \
    yosysTopAreaCellShare_pct 38.1 \
    startpoint "bit_idx[0]$_SDFFE_PP0P_" \
    clock_sinks 47 \
    critPathRequiredTime_ns 3.23 \
    post_cts_buffers 0 \
    synth_area_um2 2470 \
    arrival_ns 2.73 \
    hold_buffers 0 \
    numPortBuffers 14 \
    drive_above_1_share_pct 9.12 \
    pre_cts_ws_ns 0.530 \
    rsz0062_at_grt "no" \
    via_count 2178 \
    clkLatencyLatePin_ns 0.30 \
    grt_overflow 0 \
    grt_max_degree 36 \
    critPathCaptureType "register" \
    peakVddDrop_uv 240 \
    syn_area_per_cell_um2 8.67 \
    syn2layout_area_growth_pct 11.6 \
    fmax_mhz 400 \
    yosys_area_um2 2470 \
    die_h_um 80.6 \
    htree_levels 2 \
    antenna_found_initial 0 \
    cts_resized 0 \
    cts_tree "done" \
    diodes 0 \
    ctsLongestPathBuffers 2 \
    timing.final.ws_setup_ns 0.502 \
    finClkSkew_ns 0.00949 \
    wl_met1_mm 2.84 \
    tightest_slew_ns 0.815 \
    fillers 568 \
    yosys_warnings 1 \
    gp_congestion 0.813 \
    clock-root-buffer "clkbuf_8" \
    flop_cell "dfxtp_1" \
    wl_mm 5.50 \
    initCoreUtil_pct 41.5 \
    grt_pass1_wl_mm 9.43 \
    edf_count 0 \
    setup_viol_count_final 0 \
    finalClockPeriodUsage_pct 83.3 \
    drtPass1Iterations 4 \
    max-cap-violations 0 \
]
routing by layer:
metal	GRT usage, %	vias up
li1	-	1130
met1	29.9	996
met2	28.4	44
met3	3.23	8
met4	1.96	0
met5	0	-
metrics by stage:
step	instance area (µm²)	std cells	hold slack (ns)	utilization, %
floorplan	2470	285	0.444	-
global placement	2640	363	0.464	44.4
detailed placement	2640	363	0.469	44.4
CTS	2760	371	0.484	46.3
global route	2760	371	0.518	46.3
finish	2760	371	0.489	46.3
logic make-up after synthesis:
| kind of cell | count (synthesis) | share of synthesized area, % |
|---|---|---|
| multiplexers | 9 | 3.70 |
| flip-flops | 47 | 38.1 |
| adder cells (fa/ha/maj) | 1 | 0.507 |
| AND-OR/OR-AND | 83 | 23.7 |
| AND/OR/NAND/NOR | 121 | 28.8 |
| buffers and inverters | 24 | 5.22 |
final cells by class:
type	instances	area, µm²	area share, %
multi-input combinational	214	1400	50.8
inverter	8	30.0	1.09
sequential	47	941	34.2
tap	75	93.8	3.41
timing repair buffer	19	178	6.45
clock inverter	3	43.8	1.59
clock buffer	5	68.8	2.50
power breakdown:
group	switching, W	internal [W]
Clock	0.000220	0.000248
Sequential	0.0000141	0.000640
Combinational	0.0000509	0.0000477
Total	0.000285	0.000936
how the worst min path moves through the flow:
stage             endpoint  slack, ns  cells after the start
4_1_cts   state[1]$_DFF_P_       0.48                      2
5_1_grt   state[1]$_DFF_P_       0.52                      2
6_report  state[1]$_DFF_P_       0.49                      2
critical path, cell delays in order (launching register included):
cell      delay, ns
dfxtp_1        0.39
ha_1           0.20
nor4bb_1       0.36
nand4_2        0.26
o21bai_4       0.73
nand2_2        0.25
a31oi_1        0.22
cells in the final DEF, fill, tap and decap left out, types with 6 or more instances in the layout:
master	Yosys	layout
nand2_1	24	24
dfxtp_1	47	47
o21ai_0	6	6
nand3_1	14	14
or4_1	8	8
a211oi_1	7	7
clkdlybuf4s50_1	0	14
o31ai_1	6	6
nand4_1	12	12
mux2i_1	8	8
a31oi_1	12	12
inv_1	8	8
nor4_1	7	7
nor2_1	17	17
a21oi_1	15	15
flip-flops by register name, summed over array words and instances, names as in the netlist:
| name | count |
|---|---|
| bit_idx | 32 |
| state | 4 |
| busy | 1 |
| done | 1 |
| shreg | 8 |
| tx_line | 1 |
Power figures rest on the tool's default switching activity, not on a simulated workload.
